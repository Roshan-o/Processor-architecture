[./config.mk]
export PLATFORM = sky130hd
export DESIGN_NAME = left_shifter
export DESIGN_NICKNAME = left_shifter
export VERILOG_FILES = /design/flow/design.v
export SDC_FILE = /design/flow/constraint.sdc
export NUM_CORES = 4
export LEC_CHECK = 1
export CORE_UTILIZATION = 50
[./run.sh]
#!/bin/bash
# OpenROAD 26Q1-2900-gdf79404cd8, Yosys 0.63+post, stock flow scripts
make -C /OpenROAD-flow-scripts/flow DESIGN_CONFIG=/design/flow/config.mk WORK_HOME=/design/flow/orfs finish
[./constraint.sdc]
current_design left_shifter

set clk_period 5.3
set clk_io_pct 0.2

create_clock -name clk0 -period $clk_period

set non_clock_inputs [all_inputs -no_clocks]
set_input_delay [expr $clk_period * $clk_io_pct] -clock clk0 $non_clock_inputs
set_output_delay [expr $clk_period * $clk_io_pct] -clock clk0 [all_outputs]
[./design.v]
module left_shifter(
    input  signed [63:0] data_in,  
    input  [5:0] shift_amt,  
    output signed [63:0] data_out ,
    output overflow  
);
    wire [64:0] stage1, stage2, stage3, stage4, stage5, stage6;
    wire [63:0] temp1, temp2, temp3, temp4, temp5, temp6;
    wire overflow_stage1, overflow_stage2, overflow_stage3, overflow_stage4, overflow_stage5, overflow_stage6;
    wire overflow_stage1_helper, overflow_stage2_helper, overflow_stage3_helper, overflow_stage4_helper, overflow_stage5_helper, overflow_stage6_helper;
    assign stage1[0] = 0;
    generate
        genvar i;
        for (i = 0; i < 64; i=i+1) begin: shift_1
            assign stage1[i+1] = data_in[i];
        end
    endgenerate
    xor(overflow_stage1_helper, data_in[63], stage1[63]);
    and(overflow_stage1, overflow_stage1_helper, shift_amt[0]);
    assign temp1 = shift_amt[0] ? stage1[63:0] : data_in;
    assign stage2[1:0] = 2'b00;
    generate
        for (i = 0; i < 63; i=i+1) begin: shift_2
            assign stage2[i+2] = temp1[i];
        end
    endgenerate
    xor(overflow_stage2_helper, data_in[63], stage2[63]);
    and(overflow_stage2, overflow_stage2_helper, shift_amt[1]);
    assign temp2 = shift_amt[1] ? stage2[63:0] : temp1;
    assign stage3[3:0] = 4'b0000;
    generate
        for (i = 0; i < 61; i=i+1) begin: shift_3
            assign stage3[i+4] = temp2[i];
        end
    endgenerate
    xor(overflow_stage3_helper, data_in[63], stage3[63]);
    and(overflow_stage3, overflow_stage3_helper, shift_amt[2]);
    assign temp3 = shift_amt[2] ? stage3[63:0] : temp2;
    assign stage4[7:0] = 8'b00000000;
    generate
        for (i = 0; i < 57; i=i+1) begin: shift_4
            assign stage4[i+8] = temp3[i];
        end
    endgenerate
    xor(overflow_stage4_helper, data_in[63], stage4[63]);
    and(overflow_stage4, overflow_stage4_helper, shift_amt[3]);
    assign temp4 = shift_amt[3] ? stage4[63:0]: temp3;
    assign stage5[15:0] = 16'b0000000000000000;
    generate
        for (i = 0; i < 49; i=i+1) begin: shift_5
            assign stage5[i+16] = temp4[i];
        end
    endgenerate
    xor(overflow_stage5_helper, data_in[63], stage5[63]);
    and(overflow_stage5, overflow_stage5_helper, shift_amt[4]);
    assign temp5 = shift_amt[4] ? stage5[63:0] : temp4;
    assign stage6[31:0] = 32'b00000000000000000000000000000000;
    generate
        for (i = 0; i < 33; i=i+1) begin: shift_6
            assign stage6[i+32] = temp5[i];
        end
    endgenerate
    xor(overflow_stage6_helper, data_in[63], stage6[63]);
    and(overflow_stage6, overflow_stage6_helper, shift_amt[5]);
    assign temp6 = shift_amt[5] ? stage6[63:0] : temp5;
    wire helper1, helper2,helper3,helper4;
    or(helper1,overflow_stage1,overflow_stage2);
    or(helper2,overflow_stage3,overflow_stage4);
    or(helper3,overflow_stage5,overflow_stage6);
    or(helper4,helper1,helper2);
    or(overflow,helper3,helper4);
    assign data_out = temp6;
endmodule
==> impl_metrics.csv <==
group,metric,value,unit
routing,wire_per_inst,24.3,µm
power_and_ir_drop,p_int,0.329,mW
synthesis,largest_area_cell,"mux4_2",
power_and_ir_drop,total_power,0.663,mW
global_routing,grt_antenna_before_repair,0,
routing,final_antenna_net_count,0,
synthesis,ys_seq_share,0,%
routing,firstDrtPassIters,24,
worst_setup_path,crit_path_end_kind,"primary output",
synthesis,yosysMostFrequentCell,"nor2_1",
synthesis,yosysChipArea,0.00458,mm²
place,gp_congestion,1.03,
sta,relSlewSlack,52.6,%
hold_path,hp-class,"in -> out",
sta,timing.final.ws_setup,0.297,ns
global_routing,globalRouteOverflowTotal,0,
final_layout,area_delta_synth_final,27.5,%
power_and_ir_drop,seq_power_share,0,%
synthesis,syn_area,0.00458,mm²
floorplanning,die_h,97.7,µm
place,numPortBuffers,135,
power_and_ir_drop,p_clk_share,0,%
routing,dr_total_vias,5305,
worst_setup_path,cp_common_cell,"mux2i_1",
global_routing,first_global_vias,4992,
sta,worstMarginPinSlew,0.710,ns
routing,antenna_cells,0,
worst_setup_path,critPathMaxStageDelay,0.50,ns
clocking,cts_resized,0,
sta,setup_viol,0,
place,dpl_cell_area,0.00584,mm²
floorplanning,row_count,34,
floorplanning,dieArea,0.00955,mm²
worst_setup_path,critPathMaxFanout,44,
clocking,postCtsSetupRepairBufs,0,
sta,rsz0062_at_grt,"no",
final_layout,flop_area,0,µm²
global_routing,track_usage,40.3,%
worst_setup_path,crit_path_top_delay_cell,"buf_4",
place,dp_slack,0.375,ns
routing,vias_per_cell,6.94,
synthesis,synth_top_area_share,17.2,%
worst_setup_path,crit_cells,9,
floorplanning,fp.dieW,97.7,µm
worst_setup_path,crit_arrival,3.94,ns
synthesis,syn_area_per_cell,8.06,µm²
place,dp.cells,764,
synthesis,logic_family,"multiplexers",
final_layout,fin_area,0.00584,mm²
sta,finalSetupTns,0,ns
synthesis,top_cells_by_count,"nor2_1 (73), mux2i_1 (71), nand2_1 (71)",
worst_setup_path,worstPathRequired,4.24,ns
synthesis,yosys_warnings,0,
worst_setup_path,crit_family,"buffers and inverters",
worst_setup_path,crit_chain,"buf_4, buf_4, mux2_2, mux2i_1, mux2i_1, o21ai_0, mux2i_1, a221o_1, clkdlybuf4s50_1",
flow_run,openroad.warnings,33,
sta,final-hold-violation-count,0,
global_routing,grt_pass1_wl,28.4,mm
worst_setup_path,cp.buffers_inverters,3,
worst_setup_path,crit_start,"shift_amt[1]",
final_layout,final_core_util,66.3,%
sta,maxSlewViolCount,0,
floorplanning,core_region_area,0.00881,mm²
worst_setup_path,path_class,"in -> out",
synthesis,xor_share,0.574,%
worst_setup_path,start_kind,"input port",
global_routing,grt_max_degree,70,
power_and_ir_drop,peakVddDrop,0.0843,mV
final_layout,drive_gt1_share,14.2,%
power_and_ir_drop,leakage,2.25,nW
final_layout,ff_count,0,
sta,fmax,200,MHz
synthesis,ys_sh_simple,17.8,%
final_layout,nClkBuffers,0,
power_and_ir_drop,power.density,113,mW/mm²
status,status,"finished clean",
floorplanning,fp_util,52.0,%
worst_setup_path,crit_end,"data_out[51]",
clocking,holdBufCountCts,0,
place,dp_hpwl,14.7,mm
sta,fin_crit,5.00,ns
power_and_ir_drop,swShare,50.4,%
synthesis,compound_area_share,21.9,%
synthesis,synthTopCellsByArea,"mux4_2 (17%), mux2i_1 (16%), mux4_1 (11%)",
sta,whs,3.20,ns
flow_run,max_cap_violations,0,
final_layout,stdcell_count,764,
synthesis,yosysUniqueCellTypes,55,
power_and_ir_drop,p_comb_share,100.0,%
synthesis,synth.mux.area_fraction,51.5,%
synthesis,fa_ha_area_share,0,%
routing,drtIter0Drc,475,
power_and_ir_drop,switchingPower,0.334,mW
synthesis,syn-instance-count,568,
final_layout,nFillCells,730,
routing,drt-total-wl,18.6,mm
synthesis,yosysCellCount,568,
sta,fin_crit_sh,94.4,%
routing,route.detailed.drc,0,
floorplanning,io_pins,135,
==> cell usage in the layout (no fill, tap or decap), drive strengths merged, types with 10 or more instances in the layout <==
| cell | Yosys | final |
|---|---|---|
| nand2 | 71 | 71 |
| a211oi | 10 | 10 |
| buf | 36 | 20 |
| nor3 | 12 | 12 |
| o21ai | 30 | 30 |
| mux4 | 54 | 54 |
| nor2 | 73 | 73 |
| o221ai | 11 | 11 |
| clkdlybuf4s50 | 0 | 131 |
| a21oi | 30 | 30 |
| mux2 | 32 | 32 |
| mux2i | 71 | 71 |
==> layer usage <==
metal	wire length (µm)	vias up	GRT usage, %
met5	0	-	0
met3	2710	36	16.4
met1	7280	2470	56.9
met4	429	0	6.99
met2	8170	401	60.8
li1	-	2398	-
==> how the worst min path moves through the flow <==
stage | startpoint | slack [ns] | to | depth (start not counted)
final | shift_amt[2] | 3.20 | data_out[35] | 7
after CTS | shift_amt[2] | 3.18 | data_out[35] | 7
after global routing | shift_amt[2] | 3.27 | data_out[35] | 7
==> worst min-delay path, stage by stage <==
cell,delay (ns)
buf_2,0.13
nand2_1,0.06
o211ai_1,0.13
o21ai_0,0.13
mux2i_1,0.10
o2bb2ai_1,0.12
clkdlybuf4s50_1,0.40
==> kinds of logic (layout without fill, tap and decap cells) <==
| kind of cell | Yosys count | count (layout) |
|---|---|---|
| compound gates | 146 | 146 |
| xor+xnor | 3 | 3 |
| buf+inv | 70 | 158 |
| mux | 157 | 157 |
| simple gates | 192 | 192 |
==> power by group through the flow <==
stage	logic [mW]	registers [mW]	clock network [mW]
4_1_cts	0.647	0	0
5_1_grt	0.707	0	0
6_report	0.663	0	0
==> area by class of cell <==
type / count / area (µm²) / share of cell area [%]
Multi-Input combinational cell: 498 / 4200 / 71.9
Timing Repair Buffer: 151 / 1480 / 25.3
Tap cell: 108 / 135 / 2.31
Inverter: 7 / 26.3 / 0.450
Power and IR drop assume default switching activity.
