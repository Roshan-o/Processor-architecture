### flow/config.mk
export PLATFORM = sky130hd
export DESIGN_NAME = sub
export DESIGN_NICKNAME = sub
export VERILOG_FILES = /design/flow/design.v
export SDC_FILE = /design/flow/constraint.sdc
export NUM_CORES = 4
export LEC_CHECK = 1
export CORE_UTILIZATION = 40
### flow/constraint.sdc
current_design sub

set clk_period 79.9
set clk_io_pct 0.2

create_clock -name clk0 -period $clk_period

set non_clock_inputs [all_inputs -no_clocks]
set_input_delay [expr $clk_period * $clk_io_pct] -clock clk0 $non_clock_inputs
set_output_delay [expr $clk_period * $clk_io_pct] -clock clk0 [all_outputs]
### flow/design.v
module add(
    input signed [63:0] reg1,  
    input signed [63:0] reg2,  
    output signed [63:0] reg3 ,
    output overflow
);
wire [63:0] x28, x29, x30, sum_result;
wire [64:0] x31;  
assign x31[0] = 0; 
generate
    genvar i;
    for (i = 0; i < 64; i = i + 1) begin: add
        xor a1 (x28[i], reg1[i], reg2[i]);   
        xor a2 (sum_result[i], x28[i], x31[i]); 
        and a3 (x29[i], reg1[i], reg2[i]);   
        and a4 (x30[i], x28[i], x31[i]);     
        or  a5 (x31[i+1], x29[i], x30[i]);   
    end
endgenerate
wire helper1,helper2;
xnor(helper1,reg1[63],reg2[63]);
xor(helper2,reg1[63],sum_result[63]);
and(overflow,helper1,helper2);
assign reg3 =  sum_result;
endmodule
module sub(
    input signed [63:0] reg1,  
    input signed [63:0] reg2,  
    output signed [63:0] reg3 ,
    output overflow
);
wire [63:0] reg2_neg; 
generate
    genvar i;
    for (i = 0; i < 64; i = i + 1) begin: sub
        not n1 (reg2_neg[i], reg2[i]);  
    end
endgenerate
wire [63:0] reg2_out; 
wire normal;
add add_one (
    .reg1(64'sd1),       
    .reg2(reg2_neg),      
    .reg3(reg2_out),
    .overflow(normal)      
);
add add_subtract (
    .reg1(reg1),          
    .reg2(reg2_out),     
    .reg3(reg3),
    .overflow(overflow)       
);
endmodule
### flow/run.sh
#!/bin/bash
# OpenROAD 26Q1-2900-gdf79404cd8, Yosys 0.63+post, stock flow scripts
make -C /OpenROAD-flow-scripts/flow DESIGN_CONFIG=/design/flow/config.mk WORK_HOME=/design/flow/orfs finish
==> results.sh <==
# implementation run metrics
export IMPL_power_density_nw_per_um2=6.19
export IMPL_nClkBuffers=0
export IMPL_slowest_stage="clkdlybuf4s50_1"
export IMPL_synth_most_common_cell="inv_1"
export IMPL_drt_iter0_markers=22
export IMPL_ant_nets=0
export IMPL_vias=2591
export IMPL_synthTopCellsByCount="250 x inv_1, 63 x ha_1, 62 x fa_1"
export IMPL_n_sequential_cell=0
export IMPL_n_fill_cell=589
export IMPL_fmax_mhz=17.3
export IMPL_die_x_um=88.9
export IMPL_core_um2=7290
export IMPL_wl_per_cell_um=9.80
export IMPL_min_path_cells=4
export IMPL_timing_critical_path_mode_cell="fa_1"
export IMPL_synthTopCellsByArea="fa_1 41%, inv_1 31%, ha_1 26%"
export IMPL_worstPathArrival_ns=41.92
export IMPL_via_per_inst=3.85
export IMPL_syn_area_um2=3020
export IMPL_drive_gt1_share_pct=0.174
export IMPL_rsz0062_at_grt="false"
export IMPL_place_congestion=0.811
export IMPL_synthSimpleGateAreaFrac_pct=0.331
export IMPL_routed_wl_um=6600
export IMPL_period_minus_slack_ns=57.90
export IMPL_grt_pass1_wl_um=10600
export IMPL_setup_violations=0
export IMPL_ys_area_um2=3020
export IMPL_synth_cells=381
export IMPL_num_rows=31
export IMPL_cts_setup_buffers=0
export IMPL_fp_util_pct=41.4
export IMPL_warnings=33
export IMPL_grt_pass1_vias=2461
export IMPL_ys_cells=381
export IMPL_register_area_um2=0
export IMPL_path_max_fanout=3
export IMPL_finalSetupTns_ns=0
export IMPL_seq_area_frac_synth_pct=0
export IMPL_power_uw=31.5
export IMPL_synth_avg_cell_area_um2=7.93
export IMPL_grt_use_total_pct=18.0
export IMPL_chipArea_um2=7910
export IMPL_ctsResizeCount=0
export IMPL_drc=0
export IMPL_slew_viol_final=0
export IMPL_p_leak_uw=0.00312
export IMPL_crit_type="in2out"
export IMPL_postCtsHoldBufs=0
export IMPL_portBuffers=193
export IMPL_mux_area_share_pct=0.331
export IMPL_adder_share_pct=67.2
export IMPL_fp_dieH_um=88.9
export IMPL_overflow=0
export IMPL_peakVddDrop_mv=0.00407
export IMPL_synthXorXnorAreaFrac_pct=1.12
export IMPL_diodes=0
export IMPL_maxCapViolations=0
export IMPL_synth_area_leader_cell="fa_1"
export IMPL_setup_worst_path_start_class="input pin"
export IMPL_setup_worst_path_end_class="output port"
export IMPL_ys_top_logic_family="adder cells"
export IMPL_slew_headroom_pct=88.3
export IMPL_hold_viol=0
export IMPL_slowest_delay_ns=0.48
export IMPL_grt_max_degree=4
export IMPL_worstMarginPinSlew_ns=0.175
export IMPL_yosys_warnings=0
export IMPL_finalCritPeriodShare_pct=72.5
export IMPL_dp_hpwl_um=6520
export IMPL_first_pass_iters=4
export IMPL_aoi_share_pct=0
export IMPL_hp_class="in2out"
export IMPL_run_status="finished, final reports clean"
export IMPL_cp_data_required_time_ns=63.92
export IMPL_areaGrowthSynthToFinish_pct=68.0
export IMPL_io_pins=193
export IMPL_antenna_found_initial=0
export IMPL_top_area_share_pct=41.1
export IMPL_ys_types=8
==> cell usage in the layout, fill, tap and decap left out <==
cell type        instances
clkdlybuf4s50_1        193
xnor2_1                  2
or2_1                    1
xor2_2                   1
nand2_1                  1
mux2i_1                  1
inv_1                  250
fa_1                    62
ha_1                    63
==> area by class of cell <==
cell class	instances	area, um2	share of cell area [%]
Timing Repair Buffer	193	1930	38.0
Multi-Input combinational cell	131	2080	41.0
Tap cell	99	124	2.44
Inverter	250	938	18.5
==> per-layer routing <==
layer / up-vias / track usage, % / wire length [um]
li1: 1342 / - / -
met1: 1141 / 25.5 / 2650
met2: 106 / 30.1 / 3090
met3: 2 / 5.34 / 833
met4: 0 / 0.440 / 26
met5: - / 0 / 0
==> power breakdown <==
part	switching (uW)	total (uW)	internal (uW)
Sequential	0	0	0
Combinational	9.59	31.5	21.9
Clock	0	0	0
==> critical path, delay by kind of cell <==
| kind | cells | cell delay, ns |
|---|---|---|
| buf+inv | 4 | 1.05 |
| fa+ha+maj | 63 | 24.47 |
| mux | 1 | 0.13 |
| simple gates | 1 | 0.22 |
==> metrics by stage <==
step	hold WS, ns	worst slack (ns)	instances	instance area (um2)	utilization [%]
2_1_floorplan	32.03	23.74	381	3020	-
3_3_place_gp	32.93	22.15	673	5080	69.6
3_5_place_dp	32.95	22.04	673	5080	69.6
4_1_cts	32.95	21.97	673	5080	69.6
5_1_grt	32.96	21.12	673	5080	69.6
6_report	32.94	22.00	673	5080	69.6
==> worst paths after layout <==
check | startpoint | endpoint | slack (ns)
max | reg2[0] | overflow | 22.00
min | reg1[63] | overflow | 32.94
==> cells by family after synthesis <==
group                    Yosys count
multiplexers                       1
AND/OR/NAND/NOR                    2
XOR/XNOR                           3
buffers and inverters            250
adder cells (fa/ha/maj)          125
Power and IR drop assume default switching activity.
