==> flow/design.v <==
module ADD (
    input  [63:0] A,   
    input  [63:0] B,   
    output [63:0] Y  
);
    wire [63:0] sum;           
    wire [63:0] dot;           
    wire [64:0] carry_in;      
    wire [63:0] carry_out;     
    assign carry_in[0] = 1'b0;   
    genvar i;
    generate
        for (i = 0; i < 64; i = i + 1) begin : adder_bit
            xor(sum[i], A[i], B[i]);
            and(dot[i], A[i], B[i]);
            xor(Y[i], sum[i], carry_in[i]);
            and(carry_out[i], sum[i], carry_in[i]);
            or(carry_in[i+1], carry_out[i], dot[i]);   
        end
    endgenerate
endmodule
module SUB (
    input  [63:0] A,   
    input  [63:0] B,   
    output [63:0] Y   
);
    wire [63:0] B_complement;
    wire [63:0] B_two_complement;
    generate
        genvar i;
        for (i = 0; i < 64; i = i + 1) begin : twos_complement
            xor(B_complement[i], B[i], 1'b1);
        end
    endgenerate
    ADD uut (
        .A(64'd1),
        .B(B_complement),
        .Y(B_two_complement)
    );
    ADD uut2 (
        .A(A),
        .B(B_two_complement),
        .Y(Y)
    );
endmodule
module OR (
    input  [63:0] A,   
    input  [63:0] B,   
    output [63:0] Y    
);
    genvar i;
    generate
        for (i = 0; i < 64; i = i + 1) begin : and_gates
            or(Y[i], A[i], B[i]);   
        end
    endgenerate
endmodule
module AND (
    input  [63:0] A,   
    input  [63:0] B,   
    output [63:0] Y    
);
    genvar i;
    generate
        for (i = 0; i < 64; i = i + 1) begin : and_gates
            and(Y[i], A[i], B[i]);   
        end
    endgenerate
endmodule
module XOR (
    input  [63:0] A,   
    input  [63:0] B,   
    output [63:0] Y    
);
    genvar i;
    generate
        for (i = 0; i < 64; i = i + 1) begin : and_gates
            xor(Y[i], A[i], B[i]);   
        end
    endgenerate
endmodule
module mux64 (
    input[63:0] A,
    input[63:0] B,
    input S,
    output [63:0] Y
);
    wire [63:0] andA;
    wire [63:0] andB;
    wire notS;
    not(notS, S);
    AND and1(.A(A), .B({64{S}}), .Y(andA));
    AND and2(.A(B), .B({64{notS}}), .Y(andB));
    OR or1(.A(andA), .B(andB), .Y(Y));
endmodule
module SLL(
    input [63:0] A,    
    input [63:0] B,     
    output [63:0] Y    
);
    wire [63:0] sh1,sh2,sh3,sh4;
    mux64 mux1(.A({A[62:0],1'b0}),.B(A),.S(B[0]),.Y(sh1));
    mux64 mux2(.A({sh1[61:0],2'b00}),.B(sh1),.S(B[1]),.Y(sh2));
    mux64 mux3(.A({sh2[59:0],4'b0000}),.B(sh2),.S(B[2]),.Y(sh3));
    mux64 mux4(.A({sh3[55:0],8'b00000000}),.B(sh3),.S(B[3]),.Y(sh4));
    mux64 mux5(.A({sh4[47:0],16'b0000000000000000}),.B(sh4),.S(B[4]),.Y(Y));
endmodule
module SRL(
    input [63:0] A,    
    input [63:0] B,     
    output [63:0] Y    
);
    wire [63:0] sh1,sh2,sh3,sh4;
    mux64 mux1(.A({1'b0,A[63:1]}),.B(A),.S(B[0]),.Y(sh1));
    mux64 mux2(.A({2'b00,sh1[63:2]}),.B(sh1),.S(B[1]),.Y(sh2));
    mux64 mux3(.A({4'b0000,sh2[63:4]}),.B(sh2),.S(B[2]),.Y(sh3));
    mux64 mux4(.A({8'b00000000,sh3[63:8]}),.B(sh3),.S(B[3]),.Y(sh4));
    mux64 mux5(.A({16'b0000000000000000,sh4[63:16]}),.B(sh4),.S(B[4]),.Y(Y));
endmodule
module mux2to1 (
    input A,
    input B,
    input S,
    output Y
);
    wire notS, andA, andB;
    not (notS, S);
    and (andA, A, S);
    and (andB, B, notS);
    or (Y, andA, andB);
endmodule
module SRA(
    input [63:0] A,    
    input [63:0] B,     
    output [63:0] Y    
);
    wire [63:0] sh1_0, sh2_0, sh3_0, sh4_0, Y_0;  
    wire [63:0] sh1_1, sh2_1, sh3_1, sh4_1, Y_1;  
    mux64 mux1 (.A({1'b0, A[63:1]}),  .B(A), .S(B[0]), .Y(sh1_0));
    mux64 mux2 (.A({2'b00, sh1_0[63:2]}), .B(sh1_0), .S(B[1]), .Y(sh2_0));
    mux64 mux3 (.A({4'b0000, sh2_0[63:4]}), .B(sh2_0), .S(B[2]), .Y(sh3_0));
    mux64 mux4 (.A({8'b00000000, sh3_0[63:8]}), .B(sh3_0), .S(B[3]), .Y(sh4_0));
    mux64 mux5 (.A({16'b0000000000000000, sh4_0[63:16]}), .B(sh4_0), .S(B[4]), .Y(Y_0));
    mux64 mux11 (.A({1'b1, A[63:1]}),  .B(A), .S(B[0]), .Y(sh1_1));
    mux64 mux12 (.A({2'b11, sh1_1[63:2]}), .B(sh1_1), .S(B[1]), .Y(sh2_1));
    mux64 mux13 (.A({4'b1111, sh2_1[63:4]}), .B(sh2_1), .S(B[2]), .Y(sh3_1));
    mux64 mux14 (.A({8'b11111111, sh3_1[63:8]}), .B(sh3_1), .S(B[3]), .Y(sh4_1));
    mux64 mux15 (.A({16'b1111111111111111, sh4_1[63:16]}), .B(sh4_1), .S(B[4]), .Y(Y_1));
    mux64 mux16 (.A(Y_1), .B(Y_0), .S(A[63]), .Y(Y));
endmodule
module SLTU(
    input  [63:0] A,   
    input  [63:0] B,   
    output [63:0] Y        
);
    wire [64:0] dup;
    assign dup[0] = 1'b0;
    wire [63:0] check, dup1, dup2, Nab, Na;
    wire [64:0] mux_out;
    assign mux_out[0] = 1'b0;
    generate
        genvar i;
        for (i = 0; i<64; i = i + 1) begin : compare
            xor(check[i], A[63-i], B[63-i]);
            or(dup[i+1], check[i], dup[i]);
            not(dup1[i], dup[i]);
            and(dup2[i], dup1[i], check[i]);
            not(Na[i], A[63-i]);
            and(Nab[i], Na[i], B[63-i]);
            mux2to1 m0 (
                .A(Nab[i]),
                .B(mux_out[i]),
                .S(dup2[i]),
                .Y(mux_out[i+1])
            );
        end
    endgenerate
    OR o1(.A(64'd0),.B({63'd0,mux_out[64]}),.Y(Y));
endmodule
module SLT(
    input  [63:0] A,   
    input  [63:0] B,   
    output [63:0]Y        
);
    wire [63:0] diff;
    wire borrow;
    SUB sub (
        .A(B),
        .B(A),
        .Y(diff)
    );
    wire [63:0] postive_check;
    assign postive_check[0]=1'b0;
    generate
        genvar i;
        for (i = 0; i < 63; i = i + 1) begin
            or(postive_check[i+1], diff[i], postive_check[i]);
        end
    endgenerate
    wire msbnot,check,Y_11;
    not(msbnot, diff[63]);
    and(Y_11, postive_check[63],msbnot);
    assign Y={63'd0,Y_11};
endmodule
module alu(
    input [63:0] a,
    input [63:0] b,
    input [3:0] alu_control,
    output reg [63:0] out   
);
    wire [63:0] and_out, or_out, add_out, sub_out, xor_out;
    wire [63:0] sll_out, srl_out, sra_out, sltu_out, slt_out;
    AND and1  (.A(a), .B(b), .Y(and_out));
    OR or1    (.A(a), .B(b), .Y(or_out));
    ADD add1  (.A(a), .B(b), .Y(add_out));
    SUB sub1  (.A(a), .B(b), .Y(sub_out));
    XOR xor1  (.A(a), .B(b), .Y(xor_out));
    SLL sll1  (.A(a), .B(b), .Y(sll_out));
    SRL srl1  (.A(a), .B(b), .Y(srl_out));
    SRA sra1  (.A(a), .B(b), .Y(sra_out));
    SLTU sltu1(.A(a), .B(b), .Y(sltu_out));
    SLT slt1  (.A(a), .B(b), .Y(slt_out));
    always @(*) begin
        case (alu_control)
            4'b0000: out = and_out;
            4'b0001: out = or_out;
            4'b0010: out = add_out;
            4'b0011: out = sll_out;
            4'b0100: out = srl_out;
            4'b0101: out = sra_out;
            4'b0110: out = sub_out;
            4'b0111: out = sltu_out;
            4'b1000: out = slt_out;
            4'b1001: out = xor_out;
            default: out = 64'b0;   
        endcase
    end
endmodule
==> flow/run.sh <==
#!/bin/bash
# OpenROAD 26Q1-2900-gdf79404cd8, Yosys 0.63+post, stock flow scripts
make -C /OpenROAD-flow-scripts/flow DESIGN_CONFIG=/design/flow/config.mk WORK_HOME=/design/flow/orfs finish
==> flow/config.mk <==
export PLATFORM = sky130hd
export DESIGN_NAME = alu
export DESIGN_NICKNAME = alu
export VERILOG_FILES = /design/flow/design.v
export SDC_FILE = /design/flow/constraint.sdc
export NUM_CORES = 4
export LEC_CHECK = 1
export CORE_UTILIZATION = 40
==> flow/constraint.sdc <==
current_design alu

set clk_period 32.6
set clk_io_pct 0.2

create_clock -name clk0 -period $clk_period

set non_clock_inputs [all_inputs -no_clocks]
set_input_delay [expr $clk_period * $clk_io_pct] -clock clk0 $non_clock_inputs
set_output_delay [expr $clk_period * $clk_io_pct] -clock clk0 [all_outputs]
==> run_results.csv <==
group,metric,value,unit
run_status,outcome,"finished, violations left",
run_status,failed_checks,"setup timing",
min_path,worst_hold_path_type,"input pin to output port",
floorplan,core_area,0.0476,mm2
floorplan,die_y,221,um
layout,fin_area,0.0230,mm2
final_timing,setup_violations,13,
pwr,total_power,0.378,mW
detailed_routing,drtPass1Iterations,8,
final_timing,period_needed,36.98,ns
final_timing,rsz0062_at_grt,"true",
synthesis,syn_inst,2204,
final_timing,hold_ws,13.86,ns
placement,io_buffers,196,
grt,grt_max_degree,60,
synthesis,synth-seq-area-share,0,
critical_path,endpoint_kind,"output port",
floorplan,dieArea,0.0490,mm2
placement,dp_hpwl,70.9,mm
detailed_routing,dr.first_iter.drc_count,1621,
layout,comb_area,0.0185,mm2
job,openroad.warnings,164,
detailed_routing,dr_total_vias,19000,
layout,fillers,4492,
min_path,whs_path_depth,5,
critical_path,cp.required,26.08,ns
synthesis,ys_warn_count,1,
final_timing,tightest_slew,1.11,ns
final_timing,finalCritPeriodShare,1.13,
detailed_routing,drc_errors,0,
floorplan,die_width,221,um
pwr,irDropWorstVdd,0.00000787,V
detailed_routing,routedWlPerCell,28.6,um
pwr,p_sw,0.219,mW
layout,n_clock_buffer,0,
synthesis,ys_types,77,
final_timing,final.setup.worst_slack,-4.38,ns
floorplan,pin_count,196,
pwr,p_leak,9.85,nW
layout,fin_util,0.482,
final_timing,maxSlewViolCount,0,
job,drv_cap,0,
final_timing,slew_headroom,0.243,
floorplan,floorplan.core_util,0.404,
critical_path,cpMostUsedCell,"fa_2",
floorplan,num_rows,80,
pwr,p_int,0.159,mW
critical_path,critPathLaunchType,"input pin",
layout,flop_area,0,um2
placement,place_congestion,1.05,
layout,syn_to_final_growth,19.4,%
critical_path,cp_slowest_stage_delay,0.43,ns
critical_path,critPathKind,"input pin to output port",
detailed_routing,antenna_left,0,
grt,grt_pass1_wl,127,mm
grt,grt_overflow,0,
layout,drive_gt1_frac,0.220,
placement,placed_cell_area,0.0228,mm2
pwr,switching_share,0.580,
grt,antenna_found_initial,8,
grt,grt_usage,0.368,
placement,pre_cts_ws,-4.86,ns
final_timing,finalHoldViolCount,0,
critical_path,worst-path-max-fanout,2,
final_timing,fmax,0.0270,GHz
grt,grt_pass1_vias,18800,
detailed_routing,finalWirelength,86.1,mm
synthesis,avgSynthCellArea,8.73,um2
pwr,p_per_area,16.5,mW/mm2
critical_path,crit_slowest_cell,"clkdlybuf4s50_1",
detailed_routing,viasPerCell,6.31,
critical_path,crit_arrival,30.46,ns
synthesis,ys_chip_area,0.0193,mm2
synthesis,ys_cells,2204,
synthesis,syn_area,0.0193,mm2
layout,seq_cells,0,
[power by group through the flow]
| stage | Sequential, mW | Clock, mW | Combinational, mW |
|---|---|---|---|
| after global routing | 0 | 0 | 0.411 |
| after CTS | 0 | 0 | 0.372 |
[path summary, 6_finish.rpt]
check | start | slack (ns) | to
worst max-delay path | a[1] | -4.38 | out[0]
worst min-delay path | b[4] | 13.86 | out[62]
[synth_stat cells, types with 11 or more instances]
| master | count | area [um2] |
|---|---|---|
| mux4_2 | 116 | 2610 |
| nand4_1 | 20 | 125 |
| a22oi_1 | 27 | 203 |
| clkbuf_1 | 70 | 263 |
| o22ai_1 | 30 | 188 |
| o21ai_1 | 15 | 75.1 |
| mux2_2 | 14 | 158 |
| ha_1 | 318 | 3980 |
| or3_1 | 20 | 125 |
| a2111oi_0 | 11 | 96.3 |
| a222oi_1 | 25 | 250 |
| a221oi_1 | 25 | 219 |
| o21ai_0 | 81 | 405 |
| fa_1 | 184 | 3680 |
| o22a_1 | 15 | 131 |
| buf_1 | 31 | 116 |
| nor4_1 | 13 | 81.3 |
| a211oi_1 | 16 | 120 |
| mux2i_1 | 121 | 1210 |
| a21oi_1 | 102 | 510 |
| nand3_1 | 25 | 125 |
| nand2_1 | 108 | 405 |
| nor2_1 | 337 | 1260 |
| nor2b_1 | 14 | 87.6 |
| buf_2 | 19 | 95.1 |
| o221ai_1 | 27 | 236 |
| inv_1 | 200 | 751 |
| nor3_1 | 38 | 190 |
| buf_4 | 12 | 90.1 |
| o211ai_1 | 30 | 225 |
[cells by family after synthesis]
group / synth area share
xor+xnor: 0.00273
compound gates: 0.171
buf+inv: 0.0758
fa+ha+maj: 0.398
simple gates: 0.141
mux: 0.211
[stage by stage]
stage	instances	TNS [ns]
after CTS	3006	-31.44
after detailed placement	3004	-36.71
after global routing	3006	-38.14
final	3008	-30.29
after global placement	3004	-36.66
after floorplan	2204	-16.52
[metal layers]
| layer | global-route usage | vias to the layer above | wire length [um] |
|---|---|---|---|
| li1 | - | 8486 | - |
| met3 | 0.189 | 142 | 12500 |
| met1 | 0.508 | 9346 | 34300 |
| met4 | 0.0848 | 12 | 2350 |
| met5 | 0 | - | 82 |
| met2 | 0.523 | 1007 | 36900 |
[cell type report]
cell class / count / share of cell area
multi-input combinational: 1858 / 0.806
tap: 615 / 0.0335
inverter: 203 / 0.0338
timing repair buffer: 330 / 0.126
antenna: 2 / 0.000218
[layout by cell type, fill, tap and decap left out, types with 5 or more instances in the layout]
| cell type | n |
|---|---|
| nor2_1 | 333 |
| ha_1 | 315 |
| inv_1 | 198 |
| fa_2 | 181 |
| clkdlybuf4s50_1 | 173 |
| buf_4 | 132 |
| mux2i_1 | 121 |
| mux4_2 | 116 |
| nand2_1 | 107 |
| a21oi_1 | 99 |
| o21ai_0 | 79 |
| nor3_1 | 38 |
| o211ai_1 | 30 |
| o22ai_1 | 30 |
| o221ai_1 | 26 |
| a22oi_1 | 26 |
| a222oi_1 | 25 |
| nand3_1 | 22 |
| nand4_1 | 20 |
| or3_1 | 18 |
| buf_2 | 16 |
| a211oi_1 | 15 |
| o22a_1 | 15 |
| o21ai_1 | 14 |
| mux2_2 | 14 |
| nor2b_1 | 14 |
| a221oi_1 | 13 |
| nor4_1 | 12 |
| a221oi_2 | 11 |
| a2111oi_0 | 11 |
| nand2b_1 | 9 |
| a31oi_1 | 9 |
| o31ai_1 | 8 |
| or2_2 | 6 |
| nor3b_1 | 6 |
| a211o_1 | 6 |
| a21o_1 | 5 |
| o2111ai_1 | 5 |
[critical path: cells and delay by family]
kind / cells / cell delay, ns
fa+ha+maj: 63 / 21.86
simple gates: 5 / 0.70
buf+inv: 5 / 0.82
compound gates: 3 / 0.53
[repair_timing]
item | in CTS | in global routing
setup endpoints to repair | 15 | 16
hold buffers | 0 | 0
gates resized | 85 | 7
gates cloned | 0 | 0
pin swaps | 41 | 25
setup buffers | 2 | 0
hold endpoints to repair | 0 | 0
Power is estimated from default activity; no workload was simulated.
